File: flow/constraint.sdc
current_design hsem_task

set clk_period 1.5
set clk_io_pct 0.2

create_clock -name clk0 -period $clk_period [get_ports {hclk}]

set non_clock_inputs [all_inputs -no_clocks]
set_input_delay [expr $clk_period * $clk_io_pct] -clock clk0 $non_clock_inputs
set_output_delay [expr $clk_period * $clk_io_pct] -clock clk0 [all_outputs]
File: flow/run.sh
#!/bin/bash
# OpenROAD 26Q1-2900-gdf79404cd8, Yosys 0.63+post, stock flow scripts
make -C /OpenROAD-flow-scripts/flow DESIGN_CONFIG=/design/flow/config.mk WORK_HOME=/design/flow/orfs finish
File: flow/design.v
module hsem_task
    (
        hclk,
        hresetn,
        wr_en,
        ihwdata,
        task_en,
        tsk_stat
    );
    input   hclk;
    input   hresetn;
    input   wr_en;
    input   [32-1:0]   ihwdata;
    input   task_en;
    output  [32-1:0]    tsk_stat;
    reg     [32-1:0]    task_status;
    assign tsk_stat = task_status;
    always@(posedge hclk or negedge hresetn)
        begin : task_status_proc
            if(hresetn == 1'b0)
                begin
                    task_status <= 32'b0;
                end
            else if(task_en && wr_en)
                begin
                    task_status <= ihwdata;
                end
        end
endmodule
File: flow/config.mk
export PLATFORM = sky130hd
export DESIGN_NAME = hsem_task
export DESIGN_NICKNAME = hsem_task
export VERILOG_FILES = /design/flow/design.v
export SDC_FILE = /design/flow/constraint.sdc
export NUM_CORES = 4
export LEC_CHECK = 1
export CORE_AREA = 10 10 94 94
export DIE_AREA = 0 0 104 104
==> GITHUB_STEP_SUMMARY <==
### Yosys + OpenROAD results

| Metric | Value |
|---|---|
| Status | `finished clean` |
| Setup Buffers After CTS | `0` |
| CP Cell Sequence | `clkdlybuf4s50_1` |
| Die width | `~100 µm` |
| Maxcap violations | `0` |
| Max-area cell share | `59.5%` |
| CTS tree | `done` |
| Largest net degree at the start of global routing | `33` |
| Initial antenna violation count | `0` |
| Worst Max-Slew Pin Slew | `0.180 ns` |
| Die y size | `104 µm` |
| Share of cells above drive strength 1 | `30.8%` |
| Worst stage delay on the critical path | `between 0.4 and 0.5 ns` |
| Relative slew slack | `88.0%` |
| Synth flops | `32` |
| Die area | `10800 µm²` |
| Largest reg by FF count | `task_status` |
| DP Worst Slack | `-0.0338 ns` |
| Mapped Cells | `68` |
| Worst-skew pair later-pin latency | `0.27 ns` |
| Final antenna-violating net count | `0` |
| Port bufs | `67` |
| WS Path Type | `register to primary output` |
| First-pass GRT wire length | `about 5600 µm` |
| Fp util | `19.7%` |
| Post-CTS sizing | `0` |
| Post-placement cell count | `~230` |
| Post-Syn Area | `1350 µm²` |
| Final Non-Filler Cells | `between 200 and 250` |
| Core area | `just under 7000 µm²` |
| Post-layout period usage | `95.2%` |
| Most frequent logic cell in the layout | `clkdlybuf4s50_1` |
| Post-DR vias/cell | `3.37` |
| Final hold viol count | `0` |
| Routed len/inst | `14.5 µm` |
| CTS max path bufs | `2` |
| Root buf cell | `clkbuf_8` |
| Cell type with the largest total area | `dfrtp_1` |
| Post-synth seq share | `59.5%` |
| Hold buffer count at cts | `0` |
| Fmax | `700 MHz` |
| Vias in the first global route | `roughly 960` |
| Most instantiated logic cells after routing | `clkdlybuf4s50_1 (67), dfrtp_1 (32), mux2_4 (30)` |
| Fin crit period | `1.43 ns` |
| Pwr Density | `1050 nW/µm²` |
| Area delta synth->final | `65.7%` |
| Boundary Pins | `between 60 and 70` |
| Total CTS buffers | `5` |
| Final worst-path setup slack | `0.0718 ns` |
| Buf/Inv on CP | `1` |
| Sink Count | `32` |
| Number of cells in Yosys stat | `68` |
| Setup TNS | `0 ns` |
| Main area contributors | `dfrtp_1 (60%), mux2_4 (33%), buf_12 (4.5%), mux2_2 (1.7%), nand2_4 (0.84%)` |
| Cell area after layout | `2230 µm²` |
| Vias | `805` |
| Top delay family on crit path | `buffers and inverters` |
| Total congestion overflow | `0` |
| Tool Warnings | `25` |
| Leakage | `1.00 nW` |
| Startpoint types | `register` |
| Syn avg cell area | `19.8 µm²` |
| Final core occ | `between 30% and 40%` |
| Final setup viols | `0` |
| DRT iter0 DRCs | `36` |
| Post-synth cell types | `5` |
| GRT Util Overall | `6.44%` |
| Worst Hold Class | `input port to async pin` |
| Final GP Congestion | `a little under 0.7` |
| Drt first pass iters | `2` |
| Required time of the worst setup path | `about 1.2 ns` |
| Slowest-stage cell, CP | `clkdlybuf4s50_1` |
| Crit path DAT | `1.13 ns` |
| Peak supply drop | `0.000292 V` |
| ANT cells | `0` |
| Critical path peak fanout | `2` |
| Max reg flops | `32` |
| FP Rows | `30` |
| Remaining DRCs | `0` |
| Setup repair after global routing missed its margin | `false` |
| Final Skew | `0 ns` |
| Crit end category | `primary output` |
| H-tree depth | `2` |
| Clk pin slew, worst setup/hold paths | `0.07 ns` |
| Yosys Chip Area | `1350 µm²` |
| Synthesis Warnings | `1` |
| Final HPWL DP | `roughly 2700 µm` |
| Final wirelength | `3480 µm` |
| Max Slew Vio Count | `0` |
| Placed cell areas | `2140 µm²` |
| Leading registers by flop count | `task_status (32)` |
## path summary, 6_finish.rpt
check / start / endpoint / slack, ns / cells past startpoint
worst max-delay path: task_status[11]$_DFFE_PN0P_ / tsk_stat[11] / 0.07 / 1
worst min-delay path: hresetn / task_status[23]$_DFFE_PN0P_ / 0.39 / 2
worst max register to register: task_status[11]$_DFFE_PN0P_ / task_status[11]$_DFFE_PN0P_ / 0.74 / 1
worst min register to register: task_status[18]$_DFFE_PN0P_ / task_status[18]$_DFFE_PN0P_ / 0.51 / 1
max in group asynchronous: hresetn / task_status[30]$_DFFE_PN0P_ / 0.94 / 2
min in group clk0: task_status[18]$_DFFE_PN0P_ / task_status[18]$_DFFE_PN0P_ / 0.51 / 1
## Yosys cell counts
master   count
mux2_2       2
buf_12       3
dfrtp_1     32
nand2_4      1
mux2_4      30
## through the flow
| stage | total power [mW] | hold WS, ns |
|---|---|---|
| after detailed placement | 1.68 | 0.492 |
| final | 2.33 | 0.385 |
| after global placement | 1.68 | 0.491 |
| after CTS | 2.39 | 0.382 |
| after floorplan | 1.26 | 0.00441 |
| after global routing | 2.48 | 0.391 |
## layer usage
metal | track usage, % | part of all wire, % | vias to the layer above
li1 | - | - | 384
met1 | 8.40 | 43 | 387
met2 | 10.5 | 50 | 28
met3 | 1.82 | 4.8 | 6
met4 | 1.19 | 2.3 | 0
met5 | 0 | 0 | -
## cells by family (layout without fill, tap and decap cells)
kind of cell / count (synthesis) / count (layout) / share of synthesized area (%)
buf+inv: 3 / 78 / 4.47
flops: 32 / 32 / 59.5
mux: 32 / 32 / 35.2
simple gates: 1 / 1 / 0.837
## where the power goes
| group | switching (mW) | internal, mW | total [mW] |
|---|---|---|---|
| Combinational | 0.112 | 0.473 | 0.585 |
| Clock | 0.317 | 0.366 | 0.683 |
| Sequential | 0.0722 | 0.991 | 1.06 |
| Total | 0.502 | 1.83 | 2.33 |
## final cells by class
| class | count | area (µm²) |
|---|---|---|
| flip-flops and latches | 32 | 801 |
| clock buffers | 6 | 82.6 |
| fillers | 685 | 4600 |
| well taps | 96 | 120 |
| multi-input cells | 33 | 484 |
| clock inverters | 2 | 10.0 |
| repair buffers | 70 | 731 |
Power and IR drop assume default switching activity.
