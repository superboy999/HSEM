==> flow/design.v <==
module hsem_ine
    (
        hclk,
        hresetn,
        wr_en,
        ihwdata,
        int_reg_en_0,
        int_clr_reg_en_0,
        err_reg_en_0,
        err_clr_reg_en_0,
        semerr_0,
        error_stat_0,
        int_reg_en_1,
        int_clr_reg_en_1,
        err_reg_en_1,
        err_clr_reg_en_1,
        semerr_1,
        error_stat_1,
        intr_0,
        intr_1,
        intr_stat_0,
        intr_stat_1
    );
    input   hclk;
    input   hresetn;
    input   wr_en;
    input   [32-1:0]   ihwdata;
    input   int_reg_en_0;
    input   int_clr_reg_en_0;
    input   err_reg_en_0;
    input   err_clr_reg_en_0;
    input   [32-1:0]     semerr_0;
    output  [32-1:0]  error_stat_0;
    input   int_reg_en_1;
    input   int_clr_reg_en_1;
    input   err_reg_en_1;
    input   err_clr_reg_en_1;
    input   [32-1:0]     semerr_1;
    output  [32-1:0]  error_stat_1;
    output  intr_0;  
    output  intr_1;
    output  [32-1:0]  intr_stat_0;
    output  [32-1:0]  intr_stat_1;
    reg [32-1:0]  error_0;
    reg [32-1:0]   interrupt_0;  
	reg  [32-1:0]  error_stat_0;
	reg  [32-1:0]  intr_stat_0;
    reg [32-1:0]  error_1;
    reg [32-1:0]   interrupt_1;  
	reg  [32-1:0]  error_stat_1;
	reg  [32-1:0]  intr_stat_1;
    wire [32-1:0]  err_iw_0;  
    wire [32-1:0]   intr_iw_0;  
    wire [32-1:0]  err_iw_1;  
    wire [32-1:0]   intr_iw_1;  
    wire    intr_0;
    wire    intr_1;
    assign  err_iw_0  = error_0;
    assign  intr_iw_0 = interrupt_0;
    assign  err_iw_1  = error_1;
    assign  intr_iw_1 = interrupt_1;
    always@(posedge hclk or negedge hresetn)
        begin : error0_proc
            if(hresetn == 1'b0)
                begin
                    error_0 <= 32'b0;
                end
            else if(err_clr_reg_en_0 == 1'b1)
                begin
                    error_0 <= 32'b0;
                end
            else if(semerr_0 != 0)  
                begin
                    error_0 <= semerr_0;
                end
        end
    always@(posedge hclk or negedge hresetn)
        begin : error1_proc
            if(hresetn == 1'b0)
                begin
                    error_1 <= 32'b0;
                end
            else if(err_clr_reg_en_1==1'b1)
                begin
                    error_1 <= 32'b0;
                end
            else if(semerr_1 != 0)
                begin
                    error_1 <= semerr_1;
                end
        end
    always@(posedge hclk or negedge hresetn)
        begin : interrupt0_proc
            if(hresetn == 1'b0)
                interrupt_0 <= 32'b0;
            else if(semerr_0 != 32'b0)
                interrupt_0 <= 32'b10;
            else if(int_reg_en_0 && wr_en)
                interrupt_0 <= ihwdata;  
            else if(int_clr_reg_en_0)
                interrupt_0 <= 32'b0;
        end
    always@(posedge hclk or negedge hresetn)
        begin : interrupt1_proc
            if(hresetn == 1'b0)
                interrupt_1 <= 32'b0;
            else if(semerr_1 != 32'b0)
                interrupt_1 <= 32'b10;
            else if(int_reg_en_1 && wr_en)
                interrupt_1 <= ihwdata;  
            else if(int_clr_reg_en_1)
                interrupt_1 <= 32'b0;
        end
    always@(*)
        begin : READ_INE_PROC
            intr_stat_0 = {32{1'b0}};
            error_stat_0 = {32{1'b0}};
            intr_stat_1 = {32{1'b0}};
            error_stat_1 = {32{1'b0}};
            if(int_reg_en_0 == 1'b1)
                intr_stat_0 = intr_iw_0;
            if(err_reg_en_0 == 1'b1)
                error_stat_0 = err_iw_0;
            if(int_reg_en_1 == 1'b1)
                intr_stat_1 = intr_iw_1;
            if(err_reg_en_1 == 1'b1)
                error_stat_1 = err_iw_1;
        end
    assign intr_0 = (interrupt_0 != 32'b0) ? 1'b1 : 1'b0;
    assign intr_1 = (interrupt_1 != 32'b0) ? 1'b1 : 1'b0;    
endmodule
==> flow/run.sh <==
#!/bin/bash
# OpenROAD 26Q1-2900-gdf79404cd8, Yosys 0.63+post, stock flow scripts
make -C /OpenROAD-flow-scripts/flow DESIGN_CONFIG=/design/flow/config.mk WORK_HOME=/design/flow/orfs finish
==> flow/config.mk <==
export PLATFORM = sky130hd
export DESIGN_NAME = hsem_ine
export DESIGN_NICKNAME = hsem_ine
export VERILOG_FILES = /design/flow/design.v
export SDC_FILE = /design/flow/constraint.sdc
export NUM_CORES = 4
export LEC_CHECK = 1
export CORE_UTILIZATION = 40
==> flow/constraint.sdc <==
current_design hsem_ine

set clk_period 2.2
set clk_io_pct 0.2

create_clock -name clk0 -period $clk_period [get_ports {hclk}]

set non_clock_inputs [all_inputs -no_clocks]
set_input_delay [expr $clk_period * $clk_io_pct] -clock clk0 $non_clock_inputs
set_output_delay [expr $clk_period * $clk_io_pct] -clock clk0 [all_outputs]
==> flow_summary.json <==
{
  "outcome": "complete, but fails checks",
  "violations_in_the_final_reports": "negative setup slack",
  "gp_routability_congestion": 0.882,
  "synth.yosys.warnings": 1,
  "net-switching-power_w": 0.00147,
  "hold_path.class": "input pin to flop",
  "seq_area_frac_synth": 0.423,
  "clkSlewWorstSetupHoldPaths_ns": 0.06,
  "worst_ir_drop_vdd_mv": 0.531,
  "worstSetupEndpoint": "intr_0",
  "critical_path.max_fanout": 3,
  "detail_route.first_pass.iterations": 4,
  "setup.worst_path.class": "flop to primary output",
  "clock_tree.htree_level_count": 4,
  "route.detailed.wl_per_inst_um": 18.6,
  "relative_area_change_from_synthesis_to_final_layout_pct": 50.4,
  "synth.distinct_cells": 22,
  "io_buf_count": 236,
  "startpoint_type": "flop",
  "synth.avg_cell_area_um2": 10.0,
  "ys_seq_elements": 128,
  "drt_first_iter_violations": 371,
  "worst_slack_ns": -0.0654,
  "num_clock_sinks": 128,
  "share_seq_of_total_power": 0.382,
  "placementRows": 49,
  "timing_max_transition_violations_final": 0,
  "cap_viol_max_count": 0,
  "maximum_single_stage_delay_on_the_critical_path_ns": 0.41,
  "crit_chain": "nor4_1 > nand4_1 > or2_4 > buf_2",
  "share_of_final_layout_standard_cells_stronger_than_drive_strength_1": 0.192,
  "grt_setup_unrepaired": "yes",
  "timing_hold_violations_final": 0,
  "fin_crit_sh": 1.03,
  "vias_per_cell": 5.35,
  "p_comb_frac": 0.126,
  "insertion_delay_ns": 0.41,
  "endpoint_kind": "primary output",
  "pre_cts_slack_ns": -0.112,
  "grt_overflow_total": 0,
  "ys_area_mm2": 0.00757,
  "tightest_slew_ns": 0.445,
  "inserted_diodes": 0,
  "final.fill_count": 1424,
  "initial_core_util": 0.414,
  "grt_first_pass_wirelength_um": 37000,
  "critPathLaunch": "interrupt_0[26]",
  "lay_top_count": "sky130_fd_sc_hd__clkdlybuf4s50_1",
  "post_synth_instance_area_mm2": 0.00757,
  "synth.yosys.num_cells": 754,
  "cts_buffers": 17,
  "crit-reg2reg-capture": "interrupt_1[1]",
  "share_clk_of_total_power": 0.492,
  "maximum_number_of_pins_on_one_net_before_global_route_repair": 65,
  "setup_viol": 1,
  "total_leakage_power_nw": 4.53,
  "power_w": 0.00642,
  "die_y_um": 140,
  "vias_in_the_first_global_route": 6799,
  "antenna_violations_before_repair": 0,
  "cts_tree": "done",
  "critical_path_required_ns": 1.76,
  "swShare": 0.228,
  "worst_path_max_delay_cell": "sky130_fd_sc_hd__nor4_1",
  "detail-route-antenna-nets": 0,
  "post-dp-hpwl_um": 16200,
  "power_report.internal_total_w": 0.00495,
  "stage_log_warnings": 27,
  "groute.usage.overall": 0.246,
  "root_buffer_cell": "sky130_fd_sc_hd__clkbuf_16",
  "die_area_mm2": 0.0195,
  "arrival_ns": 1.83,
  "p_per_area_mw_per_mm2": 564,
  "die.size.x_um": 140,
  "floorplan.core_area_mm2": 0.0183,
  "finClkSkew_ns": 0,
  "achievable-frequency_ghz": 0.441,
  "dr_total_vias": 6639,
  "slew-limit-headroom": 0.702,
  "finalCriticalPeriod_ns": 2.27,
  "r2r_setup_slk_ns": 1.03,
  "rr_startpoint": "interrupt_1[1]",
  "totalWireLength_um": 23000,
  "drcViolationCount": 0,
  "reg2reg_depth": 3,
  "lay_top_cells": "sky130_fd_sc_hd__clkdlybuf4s50_1 (227), sky130_fd_sc_hd__dfrtp_1 (128), sky130_fd_sc_hd__and2_1 (125)",
  "ioPinCount": 237,
  "syn-instance-count": 754,
  "maximum_clock_insertion_buffer_count": 2
}
[how the worst min path moves through the flow]
stage	end	cells past startpoint	startpoint
finish	error_1[4]	2	err_clr_reg_en_1
global route	error_1[2]	2	err_clr_reg_en_1
CTS	error_1[5]	2	err_clr_reg_en_1
[final cells by class]
cell class                      instances  area (µm²)  share of cell area
Sequential cell                       128        3200               0.281
Clock inverter                         12         206              0.0181
Clock buffer                           20         457              0.0401
Inverter                               64         240              0.0211
Timing Repair Buffer                  297        3040               0.267
Tap cell                              229         287              0.0252
Multi-Input combinational cell        492        3950               0.347
[cell usage after synthesis]
library cell | instances | area (µm²)
sky130_fd_sc_hd__o32ai_2 | 58 | 943
sky130_fd_sc_hd__nand2_1 | 64 | 240
sky130_fd_sc_hd__or2_2 | 2 | 12.5
sky130_fd_sc_hd__nor3b_1 | 2 | 15.0
sky130_fd_sc_hd__buf_2 | 16 | 80.1
sky130_fd_sc_hd__nor4_1 | 20 | 125
sky130_fd_sc_hd__a211oi_1 | 52 | 390
sky130_fd_sc_hd__a211oi_2 | 10 | 125
sky130_fd_sc_hd__and2_1 | 130 | 813
sky130_fd_sc_hd__nand3b_1 | 62 | 465
sky130_fd_sc_hd__clkbuf_1 | 46 | 173
sky130_fd_sc_hd__buf_6 | 1 | 11.3
sky130_fd_sc_hd__nand4_2 | 4 | 50.1
sky130_fd_sc_hd__nand4_1 | 4 | 25.0
sky130_fd_sc_hd__buf_4 | 2 | 15.0
sky130_fd_sc_hd__inv_1 | 64 | 240
sky130_fd_sc_hd__a2111o_1 | 2 | 22.5
sky130_fd_sc_hd__o32ai_1 | 6 | 52.6
sky130_fd_sc_hd__nor4_2 | 12 | 150
sky130_fd_sc_hd__buf_1 | 5 | 18.8
sky130_fd_sc_hd__dfrtp_1 | 128 | 3200
sky130_fd_sc_hd__nand2b_1 | 64 | 400
[registers in the layout, indices dropped and copies added, names as in the netlist]
| signal | count |
|---|---|
| error_0 | 32 |
| error_1 | 32 |
| interrupt_0 | 32 |
| interrupt_1 | 32 |
[what timing repair did]
item,in CTS,in global routing
endpoints found under the setup margin,28,31
gates resized,22,5
hold endpoints to repair,29,0
pin swaps,7,6
gates cloned,2,1
hold buffers,1,0
buffers inserted,5,2
[power groups by stage]
stage | Clock, W | Sequential, W | Combinational (W)
CTS | 0.00322 | 0.00245 | 0.000809
global route | 0.00333 | 0.00246 | 0.000872
finish | 0.00316 | 0.00245 | 0.000806
[through the flow]
step | util | std cells | hold slack (ns) | area (µm²) | setup TNS (ns)
finish | 0.623 | 1242 | 0.426 | 11400 | -0.0654
global route | 0.623 | 1242 | 0.431 | 11400 | -0.0928
CTS | 0.620 | 1239 | 0.419 | 11300 | -0.0486
detailed placement | 0.575 | 1199 | 0.410 | 10500 | -1.77
global placement | 0.575 | 1199 | 0.404 | 10500 | -0.866
floorplan | - | 754 | 0.144 | 7570 | 0
[logic make-up (layout without fill, tap and decap cells)]
kind of cell / Yosys count / after routing / share of synthesized area
compound gates: 128 / 128 / 0.203
simple gates: 364 / 364 / 0.303
buf+inv: 134 / 393 / 0.0711
flops: 128 / 128 / 0.423
[worst max-delay path, delay by kind of cell (launching register included)]
family	cells	cell delay, ns
simple gates	3	0.90
flops	1	0.39
buf+inv	1	0.11
[per-layer routing]
| metal | share of wire | vias to the layer above | track usage |
|---|---|---|---|
| li1 | - | 3139 | - |
| met1 | 0.45 | 3252 | 0.379 |
| met2 | 0.48 | 231 | 0.379 |
| met3 | 0.063 | 17 | 0.0522 |
| met4 | 0.011 | 0 | 0.0330 |
| met5 | 0 | - | 0 |
